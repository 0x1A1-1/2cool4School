<file path="flow/config.mk">
export PLATFORM = sky130hd
export DESIGN_NAME = cmd_cfg
export DESIGN_NICKNAME = cmd_cfg
export VERILOG_FILES = /design/flow/design.v
export SDC_FILE = /design/flow/constraint.sdc
export NUM_CORES = 4
export LEC_CHECK = 1
export CORE_UTILIZATION = 30
</file>
<file path="flow/constraint.sdc">
current_design cmd_cfg

set clk_period 4.6
set clk_io_pct 0.2

create_clock -name clk0 -period $clk_period [get_ports {clk}]

set non_clock_inputs [all_inputs -no_clocks]
set_input_delay [expr $clk_period * $clk_io_pct] -clock clk0 $non_clock_inputs
set_output_delay [expr $clk_period * $clk_io_pct] -clock clk0 [all_outputs]
</file>
<file path="flow/design.v">
module cmd_cfg(	clk, rst_n, cmd, cmd_rdy, resp_sent, set_capture_done,
				rdataCH1, rdataCH2, rdataCH3, rdataCH4, rdataCH5,
				addr_ptr, ram_addr, decimator,
				TrigCfg, CH1TrigCfg, CH2TrigCfg, CH3TrigCfg, CH4TrigCfg, CH5TrigCfg,
				VIH, VIL, matchH, matchL, maskH, maskL, baud_cntH, baud_cntL,
				trig_posH, trig_posL,
				resp, send_resp, clr_cmd_rdy); 
	parameter ENTRIES = 384, LOG2 = 9;	
	localparam RD = 2'b00;
	localparam WR = 2'b01;
	localparam DMP = 2'b10;
	input clk, rst_n; 				 
	input [15:0] cmd; 				 
	input cmd_rdy; 					 
	input resp_sent; 				 
	input set_capture_done; 		 
	input [7:0] rdataCH1, rdataCH2, rdataCH3, rdataCH4, rdataCH5;
	input logic [LOG2-1:0] ram_addr; 
	output logic [LOG2-1:0] addr_ptr;
	output logic [5:0] TrigCfg;
	output logic [4:0] CH1TrigCfg, CH2TrigCfg, CH3TrigCfg, CH4TrigCfg, CH5TrigCfg;
	output logic [3:0] decimator;
	output logic [7:0] VIH, VIL;
	output logic [7:0] matchH, matchL;
	output logic [7:0] maskH, maskL;
	output logic [7:0] baud_cntH, baud_cntL;
	output logic [LOG2-1:0] trig_posH, trig_posL;
	output logic [7:0] resp; 	     
	output logic send_resp;  	     
	output logic clr_cmd_rdy;	     
	logic [LOG2-1:0] start_addr;	 
	logic [7:0] response; 			 
	logic start_dump;	        	 
	logic wrt_reg;               	 
	logic inc_addr;					 
	logic rd_done;					 
	logic [1:0] op;  				 
	assign op = cmd[15:14];
	logic [5:0] addr; 				 
	assign addr = cmd[13:8];
	logic [2:0] dmp_chnnl; 			 
	assign dmp_chnnl = cmd[10:8];
	logic [7:0] data; 				 
	assign data = cmd[7:0];
	always_ff @ (posedge clk, negedge rst_n) begin
		if (!rst_n)
			TrigCfg <= 6'h03;
		else if (set_capture_done)
			TrigCfg[5] <= 1'b1;
		else if (wrt_reg && addr == 6'h00)
			TrigCfg <= data[5:0];
	end
	always_ff @ (posedge clk, negedge rst_n) begin
		if (!rst_n)		
			CH1TrigCfg <= 5'h01;
		else if (wrt_reg && addr == 6'h01)
			CH1TrigCfg <= data[4:0];
	end
	always_ff @ (posedge clk, negedge rst_n) begin
		if (!rst_n)		
			CH2TrigCfg <= 5'h01;
		else if (wrt_reg && addr == 6'h02)
			CH2TrigCfg <= data[4:0];
	end
	always_ff @ (posedge clk, negedge rst_n) begin
		if (!rst_n)		
			CH3TrigCfg <= 5'h01;
		else if (wrt_reg && addr == 6'h03)
			CH3TrigCfg <= data[4:0];
	end
	always_ff @ (posedge clk, negedge rst_n) begin
		if (!rst_n)		
			CH4TrigCfg <= 5'h01;
		else if (wrt_reg && addr == 6'h04)
			CH4TrigCfg <= data[4:0];
	end	
	always_ff @ (posedge clk, negedge rst_n) begin
		if (!rst_n)		
			CH5TrigCfg <= 5'h01;
		else if (wrt_reg && addr == 6'h05)
			CH5TrigCfg <= data[4:0];	
	end
	always_ff @ (posedge clk, negedge rst_n) begin
		if (!rst_n)	
			decimator <= 4'h0;
		else if (wrt_reg && addr == 6'h06)
			decimator <= data[3:0];
	end
	always_ff @ (posedge clk, negedge rst_n) begin
		if (!rst_n)		
			VIH <= 8'hAA;
		else if (wrt_reg && addr == 6'h07)
			VIH <= data;
	end
	always_ff @ (posedge clk, negedge rst_n) begin
		if (!rst_n)		
			VIL <= 8'h55;
		else if (wrt_reg && addr == 6'h08)
			VIL <= data;
	end
	always_ff @ (posedge clk, negedge rst_n) begin
		if (!rst_n)		
			matchH <= 8'h00;
		else if (wrt_reg && addr == 6'h09)
			matchH <= data;
	end
	always_ff @ (posedge clk, negedge rst_n) begin
		if (!rst_n)		
			matchL <= 8'h00;
		else if (wrt_reg && addr == 6'h0A)
			matchL <= data;
	end
	always_ff @ (posedge clk, negedge rst_n) begin
		if (!rst_n)		
			maskH <= 8'h00;
		else if (wrt_reg && addr == 6'h0B)
			maskH <= data;	
	end
	always_ff @ (posedge clk, negedge rst_n) begin
		if (!rst_n)		
			maskL <= 8'h00;
		else if (wrt_reg && addr == 6'h0C)
			maskL <= data;
	end
	always_ff @ (posedge clk, negedge rst_n) begin
		if (!rst_n)		
			baud_cntH <= 8'h06;
		else if (wrt_reg && addr == 6'h0D)
			baud_cntH <= data;
	end
	always_ff @ (posedge clk, negedge rst_n) begin
		if (!rst_n)		
			baud_cntL <= 8'hC8;
		else if (wrt_reg && addr == 6'h0E)
			baud_cntL <= data;
	end	
	always_ff @ (posedge clk, negedge rst_n) begin
		if(!rst_n)
			trig_posH <= 8'h00;
		else if (wrt_reg && addr == 6'h0F)
			trig_posH <= data;
	end
	always_ff @ (posedge clk, negedge rst_n) begin
		if(!rst_n)
			trig_posL <= 8'h01;	
		else if (wrt_reg && addr == 6'h10)
			trig_posL <= data;	
	end
	assign resp = response;
	always_ff @(posedge clk, negedge rst_n) begin
		if(!rst_n)
			start_addr <= 0;
		else if(start_dump)
			start_addr <= ram_addr;
	end
	always_ff @(posedge clk, negedge rst_n) begin
		if(!rst_n) 
			addr_ptr <= 0;
		else if(start_dump) 
			addr_ptr <= (ram_addr == ENTRIES - 1) ? 0 : ram_addr + 1;
		else if(inc_addr) 
			addr_ptr <= (addr_ptr == ENTRIES - 1) ? 0 : addr_ptr + 1; 
	end
	assign rd_done = ((addr_ptr == start_addr) && resp_sent);
	typedef enum reg [2:0] {IDLE, RESPOND, DUMP, DUMPING, LAST_DUMP} state_t;
	state_t state, nxt_state;
	always_ff @ (posedge clk, negedge rst_n) begin
		if(!rst_n)
			state <= IDLE;
		else
			state <= nxt_state;
	end
	always_comb begin
		wrt_reg = 0;		 
		send_resp = 0;		 
		response = 8'h00; 	 
		inc_addr = 0;		 
		clr_cmd_rdy = 0;	 
		start_dump = 0;		 
		nxt_state = IDLE;
		case(state)
			IDLE : begin
				if(cmd_rdy) begin
					case(op)
						RD: begin  
							case(addr)	
								6'h00: response = {2'b00, TrigCfg};							
								6'h01: response = {3'b000, CH1TrigCfg};
								6'h02: response = {3'b000, CH2TrigCfg};
								6'h03: response = {3'b000, CH3TrigCfg};
								6'h04: response = {3'b000, CH4TrigCfg};
								6'h05: response = {3'b000, CH5TrigCfg};		
								6'h06: response = {4'b000, decimator};
								6'h07: response = VIH;
								6'h08: response = VIL;
								6'h09: response = matchH;
								6'h0A: response = matchL;
								6'h0B: response = maskH;	
								6'h0C: response = maskL;
								6'h0D: response = baud_cntH;
								6'h0E: response = baud_cntL;
								6'h0F: response = trig_posH; 
								6'h10: response = trig_posL;
								default: response = 8'hEE;
							endcase
							nxt_state = RESPOND;	
							send_resp = 1;
						end
						WR: begin  
							wrt_reg = 1;
							if(addr <= 6'h10) begin
								response = 8'hA5; 
								nxt_state = RESPOND;
							end
							else begin
								response = 8'hEE;
								nxt_state = RESPOND;
							end
							send_resp = 1;
						end	
						DMP: begin  
							nxt_state = DUMP;
							start_dump = 1;
						end
						default: begin  
							response = 8'hEE;
							send_resp = 1;
							nxt_state = RESPOND;						
						end
					endcase  
				end  
				else begin
					nxt_state = IDLE;
				end
			end  
			RESPOND: begin
				if(resp_sent) begin 
					nxt_state = IDLE;
					clr_cmd_rdy = 1;
				end
				else 
					nxt_state = RESPOND;
			end
			DUMP: begin  
				case(dmp_chnnl)  
					3'b001: response = rdataCH1;
					3'b010: response = rdataCH2;
					3'b011: response = rdataCH3;
					3'b100: response = rdataCH4;
					default: response = rdataCH5;	 
				endcase
				inc_addr = 1;
				send_resp = 1;
				if(rd_done) begin  
					nxt_state = LAST_DUMP;
				end 
				else begin
					nxt_state = DUMPING;				
				end
			end
			DUMPING: begin  
				if (resp_sent) begin
					nxt_state = DUMP;
				end 
				else begin
					nxt_state = DUMPING; 
				end
			end
			LAST_DUMP: begin
				if(resp_sent) begin
					clr_cmd_rdy = 1;
					nxt_state = IDLE;
				end
				else
					nxt_state = LAST_DUMP;
			end
			default: begin  
				response = 8'hEE;
				send_resp = 1;
				nxt_state = IDLE;
				clr_cmd_rdy = 1;
			end
		endcase
	end
endmodule
</file>
<file path="flow/run.sh">
#!/bin/bash
# OpenROAD 26Q1-2900-gdf79404cd8, Yosys 0.63+post, stock flow scripts
make -C /OpenROAD-flow-scripts/flow DESIGN_CONFIG=/design/flow/config.mk WORK_HOME=/design/flow/orfs finish
</file>
==> run summary <==
From the run reports.

- The power per cell area is 322 mW/mm2.
- The top-area cell type share of the netlist area is 40.0%.
- The flow ran to the end, and the final reports show no timing, DRC or antenna violations.
- The CTS buffer count is 17.
- The synthesized netlist cell count reads 622.
- The largest individual stage delay along the critical path comes from the cell clkdlybuf4s50_1.
- In the detailed route, the total length drawn on met2 is 11800 um.
- The uppermost layer routed reads met5.
- In the routed layout, each cell is associated on average with a via count of 5.11.
- The final count of hold timing violations is 0.
- Of the cells placed in the final design, the portion with a size suffix greater than 1 is 27.0%.
- The actual transition at the worst max-transition pin is 795 ps.
- The floorplan row count reads 56.
- Once detailed placement completed, the half-perimeter wirelength came to 18700 um.
- The fraction of registers with async set/reset reads 100%.
- Yosys mapped the design onto 69 distinct sky130hd cell types.
- The kind of launch point of the worst setup path is a primary input.
- The via count of the first global-routing pass is 5988.
- The worst max-slew margin expressed relative to the limit reads 46.8%.
- The kind of path behind the tightest hold check reads register to register.
- The maximum level of the CTS H-tree is 4.
- The area added between synthesis and finish reads 41.8%.
- Total power for the finished layout comes to 3310 uW.
- Clock tree synthesis selected as its root buffer the cell clkbuf_16.
- For this run, the detailed router's first-pass iteration total came to 5.
- The peak clock frequency supported by timing is 0.226 GHz.
- The number of max-slew violations in the final report is 0.
- The top logic cell by instance count in the layout is clkdlybuf4s50_1.
- Setup repair after global routing left no endpoint under its margin.
- STA classifies the critical path endpoint as a primary output.
- Yosys stat counts 622 cells in the synthesized netlist.
- By instance count after routing, the leading logic cell types are clkdlybuf4s50_1, mux2_2, dfrtp_1, nand2_1, nor2_1.
- According to the Yosys statistics, the synthesized design has a chip area of 0.00725 mm2.
- At the end of the flow the core is filled with cells to 43.6%.
- The core utilization at floorplan is 30.7%.
- The clock latency at the later pin of the worst-skew pair is 420 ps.
- The count of input and output buffers reads 203.
- The final layout report lists a filler cell count of 2251.
- The TritonCTS clock tree is yes.
- The accumulated negative setup slack reads 0 ps.
- The number of remaining DRC errors is 0.
- The stage logs contain a warning count of 25.
- The leakage power reads 0.00439 uW.
- The first-pass GRT wire length is 37500 um.
- Per the finish-stage timing summary, setup violations number 0.
- The initial antenna violation count was 1.
- The largest vdd supply drop reads 210 uV.
- The detailed router finished its first iteration with 292 violations.
- Pin placement for this block handled 206 I/O pins.
- The cell type with the largest total area reads dfrtp_1.
- The post-route standard cell area excluding fillers is 0.0103 mm2.
- The worst setup skew after layout is 9.86 ps.
- Measured along the y axis, the die boundary spans 157 um.
- The number of buffers added to fix hold violations after cts reads 0.
- The post-synthesis register bit count reads 138.
- The worst-case register-to-register setup slack is 2270 ps.
- Yosys attributes the largest share of cell area to dfrtp_1, mux2_2, dfstp_2, mux4_2, nand2_1.
- For this run, the number of Yosys warnings is 1.
- The repair_antennas step left the layout with diodes totalling 0.
- The max-capacitance violation count reads 0.
- In this run the full chip footprint comes out at 0.0248 mm2.
- The total grt overflow reads 0.
- The critical path goes through clkdlybuf4s50_1, o41a_1, or3_4, a2111oi_2, a31oi_2, or4_1, clkdlybuf4s50_1.
- The worst stage delay on the critical path reads 420 ps.
- The wire length recorded after detailed routing is 25100 um.
- Among the stages of the critical path, the cell type that occurs most often is clkdlybuf4s50_1.
- The clock-pin transition on the worst setup and hold timing paths reads 60 ps.
- The mapped cell area is 0.00725 mm2.
- Per the CTS log, the buffer count on the longest clock path is 2.
- The fraction of the cycle the final worst path needs reads 96.1%.
- The clock net sink count is 138.
- Entering global routing, the biggest net connects 75 pins.
- The total number of vias reads 5942.
- The total cell area at the placement stage reads 0.00969 mm2.
- The share of the yosys chip area belonging to registers reads 48.0%.
- The peak fanout along the critical path is 4.
- The area inside the core boundary reads 0.0236 mm2.
- The routed wirelength normalized by instance count is 21.6 um.
- Each instance of the synthesized netlist takes up on average 11.7 um2.
- Counting flops with a built-in enable in the synthesized netlist gives 0.
- According to the timing report, the arrival time at the worst endpoint equals 3500 ps.
- Looking at the setup timing report, the critical path kind is primary input to primary output.
- The smallest clock period supported by the final layout is computed as 4420 ps.
- The width of the chip is 157 um.
- The routed length on met1 reads 10800 um.
- The sum of met3 wire segment lengths after detailed routing is 2290 um.
- The combined global-route utilization of all metal layers is 21.4%.
- For this run, the leading register cell type out of synthesis is dfrtp_1.
- Routability-driven placement finished with a final weighted congestion of 0.928.
- The data required time of the critical path reads 3680 ps.
- The count of antenna-violating nets left after detailed routing is 0.
==> synthesized netlist by cell type, types with 5 or more instances <==
cell / instances
o21ai_0: 19
mux2i_1: 21
nor2_1: 27
a31oi_1: 6
dfstp_2: 22
nor3_1: 10
nand2_1: 72
nand3_1: 13
xnor2_1: 13
o22ai_1: 5
mux2_2: 121
clkbuf_1: 16
buf_2: 11
dfrtp_1: 116
mux4_2: 14
buf_1: 6
and3_1: 9
a22oi_1: 6
nand4_1: 7
nand2b_1: 5
inv_1: 8
a21oi_1: 14
==> critical path, delay by kind of cell <==
| kind | cells | cell delay (ps) |
|---|---|---|
| compound gates | 3 | 960 |
| simple gates | 2 | 800 |
| buf+inv | 2 | 830 |
==> power by group <==
| group | switching, uW | internal (uW) |
|---|---|---|
| clock | 580 | 781 |
| combinational | 248 | 319 |
| sequential | 94.4 | 1290 |
| total | 922 | 2390 |
==> stage by stage <==
| stage | std cells | setup WS (ps) | hold WS (ps) |
|---|---|---|---|
| 6_report | 1163 | 180 | 485 |
| 5_1_grt | 1163 | 23.4 | 520 |
| 4_1_cts | 1163 | 164 | 489 |
| 3_5_place_dp | 1131 | 168 | 472 |
| 3_3_place_gp | 1131 | 167 | 456 |
| 2_1_floorplan | 623 | 1110 | 445 |
==> what timing repair did <==
action	in CTS	in global routing
setup buffers	0	0
resized	0	1
endpoints found under the setup margin	0	1
==> cell families (layout without fill, tap and decap cells) <==
family | after synthesis | count (layout) | synth area share, %
other cells | 1 | 2 | 0.0517
compound gates | 91 | 91 | 8.84
simple gates | 172 | 172 | 11.9
mux | 157 | 157 | 26.2
flops | 138 | 138 | 48.0
buf+inv | 45 | 266 | 2.78
xor+xnor | 16 | 16 | 1.93
fa+ha+maj | 2 | 2 | 0.345
==> path summary, 6_finish.rpt <==
check / startpoint / endpoint / cells past startpoint
worst max register to register: state[0]$_DFF_PN1_ / maskH[2]$_DFFE_PN0P_ / 7
worst min-delay path: state[4]$_DFF_PN0_ / state[2]$_DFF_PN0_ / 2
max in group asynchronous: rst_n / CH1TrigCfg[1]$_DFFE_PN0P_ / 2
min in group asynchronous: rst_n / addr_ptr[0]$_DFFE_PN0P_ / 1
worst min register to register: state[4]$_DFF_PN0_ / state[2]$_DFF_PN0_ / 2
worst max-delay path: cmd[10] / resp[2] / 7
==> metal layers <==
metal,track usage [%],vias to the layer above
met5,0,-
met4,2.36,2
met3,6.50,17
met2,33.3,246
met1,31.0,2947
li1,-,2730
==> final cells by class <==
cell class                 instances  area [um2]  area share, %
clock buffer                      18         439           4.27
clock inverter                    14         149           1.45
inverter                           8        30.0          0.292
multi-input combinational        440        3580           34.8
sequential                       138        3480           33.8
tap                              319         399           3.88
timing repair buffer             226        2210           21.5
==> flip-flops by register name, indices dropped and copies added, names as in the netlist <==
register / flops
trig_posL: 8
maskL: 8
CH3TrigCfg: 5
start_addr: 9
VIL: 8
matchH: 8
CH2TrigCfg: 5
trig_posH: 8
maskH: 8
CH5TrigCfg: 5
baud_cntH: 8
VIH: 8
decimator: 4
matchL: 8
addr_ptr: 9
TrigCfg: 6
baud_cntL: 8
state: 5
CH4TrigCfg: 5
CH1TrigCfg: 5
Power and IR drop assume default switching activity.
