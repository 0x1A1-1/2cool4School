<file path="/design/flow/config.mk">
export PLATFORM = sky130hd
export DESIGN_NAME = UART_RX_trig
export DESIGN_NICKNAME = UART_RX_trig
export VERILOG_FILES = /design/flow/design.v
export SDC_FILE = /design/flow/constraint.sdc
export NUM_CORES = 4
export LEC_CHECK = 1
export CORE_AREA = 10 10 110 110
export DIE_AREA = 0 0 120 120
</file>
<file path="/design/flow/constraint.sdc">
current_design UART_RX_trig

set clk_period 5.5
set clk_io_pct 0.2

create_clock -name clk0 -period $clk_period [get_ports {clk}]

set non_clock_inputs [all_inputs -no_clocks]
set_input_delay [expr $clk_period * $clk_io_pct] -clock clk0 $non_clock_inputs
set_output_delay [expr $clk_period * $clk_io_pct] -clock clk0 [all_outputs]
</file>
<file path="/design/flow/design.v">
module UART_RX_trig(clk, rst_n, RX, baud_cnt, match, mask, UARTtrig);
input clk, rst_n;
input RX;
input [15:0] baud_cnt;
input [7:0] match, mask;
output logic UARTtrig;
logic [3:0] bit_cnt;
logic [15:0] baud_counter;
logic [8:0] rx_shift_reg;
logic RX_flop;
logic start, rdy, receiving;
logic shift;
always_ff @(posedge clk, negedge rst_n) begin
	if(!rst_n) RX_flop <= 0;
	else RX_flop <= RX;
end
always_ff @(posedge clk, negedge rst_n) begin
	if(!rst_n) 
		bit_cnt <= 0;
	else if(start) 
		bit_cnt <= 0;
	else if(shift) 
		bit_cnt <= bit_cnt + 1;
end
always_ff @(posedge clk, negedge rst_n) begin
	if(!rst_n)
		baud_counter <= 0;
	else if(start) 
		baud_counter <= baud_cnt >> 1;
	else if(shift)
		baud_counter <= 0; 
	else if(receiving) 
		baud_counter <= baud_counter + 1;
end
always_ff @(posedge clk) begin
	if(shift)
		rx_shift_reg <= {RX_flop, rx_shift_reg[8:1]};
end
assign shift = (baud_counter == baud_cnt) ? 1 : 0; 
always_ff @(posedge clk, negedge rst_n) begin
	if(!rst_n) UARTtrig <= 0;
	else if(rdy) UARTtrig <= (match[7:0] ^ rx_shift_reg[7:0] == (match[7:0] ^ rx_shift_reg[7:0]) & mask[7:0]) ? 1 : 0;
	else UARTtrig <= 0; 
end
typedef enum reg {IDLE, RXING} state_t;
state_t state, next_state;
always_ff @(posedge clk, negedge rst_n) begin
	if(!rst_n) state <= IDLE;
	else state <= next_state;
end
always_comb begin
	start = 0;
	rdy = 0;
	receiving = 0;
	next_state = IDLE;
	case(state)
		IDLE:
			if(!RX_flop) begin
				start = 1;
				next_state = RXING;
			end
			else
				next_state = IDLE;
		default: begin
			if(bit_cnt == 10) begin
				rdy = 1;
				next_state = IDLE;
			end
			else
				next_state = RXING;
			receiving = 1;
		end
	endcase
end
endmodule
</file>
<file path="/design/flow/run.sh">
#!/bin/bash
# OpenROAD 26Q1-2900-gdf79404cd8, Yosys 0.63+post, stock flow scripts
make -C /OpenROAD-flow-scripts/flow DESIGN_CONFIG=/design/flow/config.mk WORK_HOME=/design/flow/orfs finish
</file>
==> impl_metrics.ini <==
; synthesis and place-and-route metrics
[layout]
final_cell_mix = 28 x clkdlybuf4s50_1, 23 x dfrtp_1, 16 x xor2_1, 14 x o21ai_0, 12 x nand2_1
fin_area_mm2 = 0.00199
n_fill_cell = 1062
logic_area_um2 = 876
lay_top_count = clkdlybuf4s50_1
area_growth_pct = 28.0
layout-drive-gt1-share = 0.0833
seq_area_um2 = 576

[clock_tree]
clock_latency_ps = 270
clk_pin_slew_ps = 90
cts_tree = built
htreeDepth = 1
cts_buffer_depth = 2
cts.sinks = 23
cts_resized = 0
ctsHoldBuffers = 0
cts_root_buffer = clkbuf_8
cts_setup_buffers = 0
cts_buffers = 3

[sta]
finalCriticalPeriod_ps = 3210
min_period_over_period = 0.584
final_max_slew_viol_count = 0
tightest_slew_ps = 759
clock_skew_ps = 3.10
setup-tns-final_ps = 0
whs_ps = 558
rsz0062_at_grt = false
slew_headroom = 0.492
finalHoldViolCount = 0
fmax_mhz = 311
finalSetupViolCount = 0

[hold_path]
holdCritStartpoint = bit_cnt[3]
whs_path_depth = 2
min_path_type = register to register
whs_endpoint = bit_cnt[3]

[critical_path]
rrSetupSlack_ps = 3100
critPathKind = input port to register
r2r-end = bit_cnt[3]
required_ps = 5700
crit_path_end_kind = register
r2r-start = baud_counter[4]
worstRegToRegCells = 6
cp.arrival_ps = 3410
startpoint_type = input port
critPathMaxFanout = 11

[placed_design]
postPlaceCellArea_mm2 = 0.00194
detailed_place_hpwl_um = 3150
place_congestion = 0.896
numPortBuffers = 28

[drt]
wl_per_cell_um = 12.7
drc = 0
ant_nets = 0
num_vias = 1355
vias_per_cell = 4.17
drtIter0Drc = 97
drt_wl_total_um = 4140
antenna_cells = 0
firstDrtPassIters = 4

[yosys]
synth.distinct_cells = 47
yosys_warnings = 1
synth-edff-count = 0
syn_inst = 167
ys_ff = 23
yosys_area_mm2 = 0.00155
ys_seq_frac = 0.371
post_synth.cell_area_avg_um2 = 9.30
synthesis.area_mm2 = 0.00155
synthArstFlopShare = 1.00
ys_dominant_reg_cell = dfrtp_1
ys_cells = 167

[floorplan]
initial_core_util = 0.159
core_area_mm2 = 0.00977
die_h_um = 120
rows = 36
num_io_pins = 36
die_w_um = 120
die-area_mm2 = 0.0144

[grt]
grt_pass1_wl_um = 6820
antenna_found_initial = 0
grt.overflow.total = 0
grt_pass1_vias = 1297
grtUsageTotal = 0.0571
grt_start_max_net_pins = 24

[run]
warning_count = 33
max_cap_violations = 0

[outcome]
outcome = completed

[power]
power.leakage_nw = 0.767
vdd_drop_max_mv = 0.0955
cellPowerDensity_mw_per_mm2 = 279
-- cells in the mapped netlist, types with 2 or more instances --
library cell | number | area share
dfrtp_1 | 23 | 0.37
xor2_1 | 16 | 0.090
o21ai_0 | 14 | 0.045
nand2_1 | 12 | 0.029
a22o_1 | 8 | 0.045
nand3_1 | 8 | 0.026
a21oi_1 | 7 | 0.023
nor2_1 | 6 | 0.015
nand4_1 | 5 | 0.020
nor4_1 | 5 | 0.020
a31oi_1 | 4 | 0.016
buf_6 | 4 | 0.029
inv_1 | 4 | 0.0097
ha_1 | 3 | 0.024
mux2i_1 | 3 | 0.019
nor3_1 | 3 | 0.0097
o211ai_1 | 3 | 0.015
o31ai_1 | 3 | 0.015
or3_1 | 3 | 0.012
and3_1 | 2 | 0.0081
and3_4 | 2 | 0.015
buf_4 | 2 | 0.0097
nand2b_1 | 2 | 0.0081
nor2b_1 | 2 | 0.0081
-- worst max-delay path by stage --
stage / startpoint / end / slack (ps) / depth (start not counted)
CTS: baud_cnt[13] / bit_cnt[3] / 2290 / 7
global route: baud_cnt[13] / bit_cnt[3] / 2080 / 7
finish: baud_cnt[13] / bit_cnt[3] / 2290 / 7
-- registers in the layout (all words and copies together), names as in the netlist --
signal,count
baud_counter,16
bit_cnt,4
RX_flop,1
UARTtrig,1
state,1
-- metal layers --
layer / vias up / GRT usage / wire [um]
met4: 0 / 0.00528 / 29
met2: 44 / 0.0918 / 2000
met5: - / 0 / 0
met3: 4 / 0.0100 / 212
met1: 642 / 0.0814 / 1900
li1: 665 / - / -
-- power breakdown --
part	internal [W]	switching, W
Combinational	0.0000961	0.0000736
Sequential	0.000207	0.0000672
Clock	0.0000513	0.0000585
Total	0.000354	0.000199
-- worst max-delay path, stage by stage --
cell and delay [ps]:
clkdlybuf4s50_1 460, xor2_1 160, nor4_1 350, nand4_1 490, buf_4 360, or3_1 350, a21oi_1 140
-- cell families after synthesis --
family / Yosys count / share of synthesized area
buffers and inverters: 15 / 0.0653
flip-flops: 23 / 0.371
XOR/XNOR: 17 / 0.0959
multiplexers: 4 / 0.0266
AND/OR/NAND/NOR: 59 / 0.220
adder cells (fa/ha/maj): 3 / 0.0242
AND-OR/OR-AND: 46 / 0.197
-- metrics by stage --
| stage | utilization | power (W) | setup slack, ps | cells |
|---|---|---|---|---|
| 6_report | 0.203 | 0.000554 | 2290 | 325 |
| 5_1_grt | 0.203 | 0.000600 | 2080 | 325 |
| 4_1_cts | 0.203 | 0.000560 | 2290 | 325 |
| 3_5_place_dp | 0.198 | 0.000444 | 2020 | 321 |
| 3_3_place_gp | 0.198 | 0.000442 | 2020 | 321 |
| 2_1_floorplan | - | 0.000400 | 3260 | 167 |
-- layout make-up --
| class | instances | area share |
|---|---|---|
| Sequential cell | 23 | 0.289 |
| Clock inverter | 1 | 0.00378 |
| Clock buffer | 3 | 0.0208 |
| Inverter | 5 | 0.00944 |
| Tap cell | 133 | 0.0837 |
| Timing Repair Buffer | 31 | 0.152 |
| Multi-Input combinational cell | 129 | 0.441 |
Power and IR drop assume default switching activity.
