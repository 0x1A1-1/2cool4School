## /design/flow/design.v

```verilog
module RAMqueue(rdata, raddr, wdata, waddr, we, clk);
parameter LOG2 = 9;  
parameter ENTRIES = 384;
input [7: 0] wdata;
input [LOG2 -1: 0] waddr, raddr;
input clk, we;
output reg [7: 0] rdata;
reg	[LOG2 -1: 0] mem[0 : ENTRIES];
always@(posedge clk) begin
	if(we) begin  
		mem[waddr] <= wdata;
	end
end
always@(posedge clk) begin
		rdata <= mem[raddr];
end
endmodule
```

## /design/flow/run.sh

```bash
#!/bin/bash
# OpenROAD 26Q1-2900-gdf79404cd8, Yosys 0.63+post, stock flow scripts
make -C /OpenROAD-flow-scripts/flow DESIGN_CONFIG=/design/flow/config.mk WORK_HOME=/design/flow/orfs finish
```

## /design/flow/config.mk

```make
export PLATFORM = sky130hd
export DESIGN_NAME = RAMqueue
export DESIGN_NICKNAME = RAMqueue
export VERILOG_FILES = /design/flow/design.v
export SDC_FILE = /design/flow/constraint.sdc
export NUM_CORES = 4
export LEC_CHECK = 1
export CORE_UTILIZATION = 30
```

## /design/flow/constraint.sdc

```tcl
current_design RAMqueue

set clk_period 9.5
set clk_io_pct 0.2

create_clock -name clk0 -period $clk_period [get_ports {clk}]

set non_clock_inputs [all_inputs -no_clocks]
set_input_delay [expr $clk_period * $clk_io_pct] -clock clk0 $non_clock_inputs
set_output_delay [expr $clk_period * $clk_io_pct] -clock clk0 [all_outputs]
```

==> results_slide.txt <==
Implementation Results

CTS
  – Clock transition at path regs: 0.06 ns
  – Post-CTS setup buffers: 0
  – Root Buffer: clkbuf_16
  – Clock sinks: 3088
  – CTS H-Tree Depth: 5
  – Clock tree buffer depth: 4
  – Hold_buf cts: 0
  – Post-CTS resize count: 0
  – TritonCTS clock tree: done
  – TritonCTS Buffers: around 310
  – Clk latency of the worst-skew pair: 0.88 ns

Global route
  – Overall global routing resource usage: 16.6%
  – Number of global-route vias before repair: between 60000 and 70000
  – Global-route wire length before repair: 453 mm
  – Total global routing overflow: 0
  – Initial antenna violation count: 10
  – Largest net degree at the start of global routing: 135

Synthesis
  – Unique cell types: 65
  – Number of synthesis warnings: 1
  – Yosys top cell by area: edfxtp_1
  – Top cells by count: 3080 x edfxtp_1, 556 x mux4_2, 466 x mux2i_1, 440 x nor2_1, 195 x o221ai_1
  – Syn Area/Cell: 20.4 um2
  – Area share, top type: between 70% and 80%
  – Biggest area cells: edfxtp_1 77%, mux4_2 10%, mux2i_1 3.9%
  – Yosys stat cell total: 5888
  – Synth Register Bits: 3088
  – Top cell type by instance count after synthesis: edfxtp_1
  – Mapped Cells: about 5900
  – Yosys stat chip area: between 0.1 and 0.15 mm2
  – Post-synth EDFFs: 3080
  – Top FF cell, synth: edfxtp_1
  – Register share after synthesis: 77.0%
  – Synthesized area: 0.120 mm2
  – Asr flop ratio synth: 0%

STA
  – Hold slack: around 0.45 ns
  – Period utilisation layout: between 60 and 70%
  – Max Freq: 169 MHz
  – Endpoints failing hold: 0
  – Tightest Pin Transition: approximately 1.1 ns
  – Worst Clk Skew: 0.0751 ns
  – RSZ-0062 raised after global routing: false
  – Relative slew slack: 26.7%
  – Min cycle time layout: 5.93 ns
  – Setup TNS Final: 0 ns
  – Max-slew violations: 0
  – # setup viols final: 0

Place
  – Post-DP HPWL: roughly 190 mm
  – Dpl cell area: about 0.13 mm2
  – Port bufs: 35
  – Inst Count DP: about 11000
  – Final GP Congestion: 0.946

Route
  – Initial DRC count: 4439
  – Vias per cell: 5.14
  – WL final: 315 mm
  – Post-route ant nets: 0
  – First drt pass iteration count: 8
  – Average wire per standard cell: around 27 um
  – Remaining DRCs: 0
  – Vias: 59400

Min path
  – Worst min path class: reg -> reg

Worst setup path
  – Reg2Reg Depth: 7
  – CP endpoint kind: register
  – Worst endpoint required time: 10.32 ns
  – R2R setup slack: 6.55 ns
  – FF-to-FF Start: mem[151][7]
  – Worst setup endpoint: rdata[7]
  – Max Fanout on Critical Path: between 60 and 70
  – R2R Path End: rdata[7]
  – WS Path Type: in -> reg
  – Crit path DAT: between 6 and 7 ns
  – Critical Path Start Type: input pin
  – Setup crit start: raddr[1]

Power
  – Maximum VDD drop: 0.142 mV
  – Pleak: 41.8 nW
  – Pwr/cell area: 207 mW/mm2

Floorplanning
  – FP Rows: 232
  – Top-Level Pins: 36
  – Fp util: 30.1%
  – Core area: roughly 0.40 mm2
  – Die Y: 635 um
  – Die width: 635 um
  – Chip area: approximately 0.40 mm2

Finish
  – Utilization after layout: 34.2%
  – Final instance area: 0.136 mm2
  – # fillers: 36300
  – Fin cells: 11600
  – Share of cells above drive strength 1: 19.3%
  – Syn-to-layout area delta: 13.4%

Flow run
  – Tool warnings: 46
  – Max-Cap Viols: 0

Status
  – Status: complete, no violations
[worst min path at each step]
| stage | depth (start not counted) | end | start | slack (ns) |
|---|---|---|---|---|
| CTS | 2 | rdata[5] | mem[384][5] | 0.46 |
| finish | 2 | rdata[5] | mem[384][5] | 0.45 |
| global route | 1 | rdata[4] | mem[384][4] | 0.49 |
[layer usage]
metal / up-vias / global-route usage, % / routed length [um]
met5: - / 1.02 / 465
met4: 14 / 5.81 / 14500
met3: 631 / 13.6 / 56300
met2: 3779 / 24.5 / 144000
met1: 30000 / 17.4 / 99500
li1: 24900 / - / -
[worst max-delay path: stages]
cell      delay (ns)
buf_8           0.43
buf_4           0.46
nand2_4         0.47
buf_12          0.37
buf_4           0.36
o221ai_1        0.46
o22ai_1         0.15
o21ai_0         0.67
o311ai_0        0.29
nor3_1          0.78
or3_1           0.22
[report_power, final]
part | internal [mW] | switching, mW
combinational | 0.435 | 0.918
sequential | 15.0 | 0.0248
clock | 6.79 | 5.01
total | 22.2 | 5.95
[placed cells by master, fill, tap and decap left out, types with 80 or more instances in the layout]
master,netlist,layout
edfxtp_1,3080,3080
mux4_2,556,556
mux2i_1,466,466
nor2_1,440,439
clkbuf_16,0,320
o221ai_1,195,195
buf_4,41,175
o22ai_1,127,127
a21oi_1,113,113
nand2_1,96,83
o21ai_0,80,80
[layout make-up]
type                            count  area [um2]  share of cell area [%]
Inverter                            2        17.5                  0.0128
Sequential cell                  3088       92600                    67.9
Timing Repair Buffer              224        2010                    1.47
Clock inverter                    153        1440                    1.05
Clock buffer                      395        8290                    6.08
Antenna cell                       10        25.0                  0.0183
Tap cell                         5265        6590                    4.83
Multi-Input combinational cell   2429       25400                    18.6
[kinds of logic (layout without fill, tap and decap cells)]
family                 after synthesis  count (layout)  share of synthesized area, %
and+or+nand+nor                    738             738                          2.68
DFF                               3088            3088                          77.0
muxes                             1037            1037                          14.5
other                                0              10                             0
AOI/OAI and AO/OA                  654             654                          3.84
buffers and inverters              371             774                          1.93
[sequential cells by signal, indices dropped and copies added, names as in the netlist]
register and count:
mem 3080, rdata 8
[through the flow]
step / power [mW] / setup WS [ns]
after floorplan: 16.0 / 5.36
after global placement: 16.7 / 2.73
after detailed placement: 16.7 / 2.82
after CTS: 28.4 / 3.73
after global routing: 29.0 / 3.49
final: 28.2 / 3.57
Power figures rest on the tool's default switching activity, not on a simulated workload.
